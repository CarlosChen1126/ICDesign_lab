<file path="design/flow/run.sh">
#!/bin/bash
# OpenROAD 26Q1-2900-gdf79404cd8, Yosys 0.63+post, stock flow scripts
make -C /OpenROAD-flow-scripts/flow DESIGN_CONFIG=/design/flow/config.mk WORK_HOME=/design/flow/orfs finish
</file>
<file path="design/flow/config.mk">
export PLATFORM = sky130hd
export DESIGN_NAME = alu
export DESIGN_NICKNAME = alu
export VERILOG_FILES = /design/flow/design.v
export SDC_FILE = /design/flow/constraint.sdc
export NUM_CORES = 4
export LEC_CHECK = 1
export CORE_UTILIZATION = 50
</file>
<file path="design/flow/constraint.sdc">
current_design alu

set clk_period 7.0
set clk_io_pct 0.2

create_clock -name clk0 -period $clk_period [get_ports {clk_p_i}]

set non_clock_inputs [all_inputs -no_clocks]
set_input_delay [expr $clk_period * $clk_io_pct] -clock clk0 $non_clock_inputs
set_output_delay [expr $clk_period * $clk_io_pct] -clock clk0 [all_outputs]
</file>
<file path="design/flow/design.v">
module alu(
             clk_p_i,
             reset_n_i,
             data_a_i,
             data_b_i,
             inst_i,
             data_o
             );
      input           clk_p_i;
      input           reset_n_i;
      input   [7:0]   data_a_i;
      input   [7:0]   data_b_i;
      input   [2:0]   inst_i;
      output  [15:0]  data_o;
      reg [2:0] reg_inst;
      reg [2:0] state_inst;
      reg [7:0]   reg_data_a;
      reg [7:0]   reg_data_b;
      reg [15:0] ALU_out_inst;
      wire [15:0] ALU_w;
      reg [15:0] ALU_r;
      wire [15:0] out_inst_0;
      wire [15:0] out_inst_1;
      wire [15:0] out_inst_2;
      wire [15:0] out_inst_3;
      wire [15:0] out_inst_4;
      wire [15:0] out_inst_5;
      wire [15:0] out_inst_6;
      wire [15:0] out_inst_7;
      wire [15:0] reg_subtraction;  
      assign ALU_w = ALU_out_inst;
      assign data_o = ALU_r; 
	    assign out_inst_0 = {8'b0 , reg_data_a[7:0]} + {8'b0 , reg_data_b[7:0]};
      assign out_inst_1 = {8'b0 , reg_data_b[7:0]} - {8'b0 , reg_data_a[7:0]};
      assign out_inst_2 = {8'b0 , reg_data_a[7:0]} * {8'b0 , reg_data_b[7:0]};
      assign out_inst_3 = {{9{reg_data_a[7]}}, reg_data_a[7:1]};
      assign reg_subtraction = {8'b0 , reg_data_b[7:0]} - {8'b0 , reg_data_a[7:0]};
      assign out_inst_4 = ~reg_subtraction[15:0];
      assign out_inst_5[15:8] = 8'b0;
      assign out_inst_5[ 7:0] = reg_data_a[7:0] ^ reg_data_b[7:0];
      assign out_inst_6 =  reg_subtraction[15] ? ~reg_subtraction[15:0]+1 : reg_subtraction[15:0];
  always @(*) begin
    case (inst_i)
      3'b000: begin
        if(reg_inst === 3'b000)
          state_inst = inst_i;
        else if (reg_inst === 3'b001)
          state_inst = inst_i;
        else if (reg_inst === 3'b010)
          state_inst = inst_i;
        else if (reg_inst === 3'b011)
          state_inst = inst_i;
        else if (reg_inst === 3'b101)
          state_inst = inst_i;
        else
          state_inst = reg_inst;
      end
      3'b001: begin
        if(reg_inst === 3'b000)
          state_inst = inst_i;
        else if (reg_inst === 3'b001)
          state_inst = inst_i;
        else if (reg_inst === 3'b010)
          state_inst = inst_i;
        else if (reg_inst === 3'b011)
          state_inst = inst_i;
        else if (reg_inst === 3'b100)
          state_inst = inst_i;
        else if (reg_inst === 3'b101)
          state_inst = inst_i;
        else if (reg_inst === 3'b110)
          state_inst = inst_i;
        else
          state_inst = reg_inst;
      end
      3'b010:begin
        if(reg_inst === 3'b000)
          state_inst = inst_i;
        else if (reg_inst === 3'b001)
          state_inst = inst_i;
        else if (reg_inst === 3'b101)
          state_inst = inst_i;
        else
          state_inst = reg_inst;
      end
      3'b011:begin
        if(reg_inst === 3'b000)
          state_inst = inst_i;
        else if (reg_inst === 3'b001)
          state_inst = inst_i;
        else if (reg_inst === 3'b010)
          state_inst = inst_i;
        else
          state_inst = reg_inst;
      end
      3'b100:begin
        if(reg_inst === 3'b000)
          state_inst = inst_i;
        else if (reg_inst === 3'b001)
          state_inst = inst_i;
        else
          state_inst = reg_inst;
      end
      3'b101:begin
        if(reg_inst === 3'b000)
          state_inst = inst_i;
        else if (reg_inst === 3'b001)
          state_inst = inst_i;
        else if (reg_inst === 3'b010)
          state_inst = inst_i;
        else if (reg_inst === 3'b100)
          state_inst = inst_i;
        else if (reg_inst === 3'b110)
          state_inst = inst_i;
        else
          state_inst = reg_inst;
      end
      3'b110:begin
        if(reg_inst === 3'b000)
          state_inst = inst_i;
        else if (reg_inst === 3'b001)
          state_inst = inst_i;
        else if (reg_inst === 3'b011)
          state_inst = inst_i;
        else
          state_inst = reg_inst;
      end
      3'b111: state_inst = reg_inst;
    default: state_inst = reg_inst;
    endcase
  end
  always @(*) begin
    case(reg_inst)
      3'b000:    ALU_out_inst = out_inst_0;           
      3'b001:    ALU_out_inst = out_inst_1;
      3'b010:    ALU_out_inst = out_inst_2;
      3'b011:    ALU_out_inst = out_inst_3;
      3'b100:    ALU_out_inst = out_inst_4;
      3'b101:    ALU_out_inst = out_inst_5;
      3'b110:    ALU_out_inst = out_inst_6;
      3'b111:    ALU_out_inst = ALU_r;
      default:   ALU_out_inst = 0;
    endcase
  end
    always@(posedge clk_p_i or negedge reset_n_i)
    begin
        if (reset_n_i == 1'b0)
        begin
          ALU_r <= 16'b0; 
          reg_data_a <= 8'b0;
          reg_data_b <= 8'b0;
          reg_inst <= 3'b0;
        end
        else
        begin
          ALU_r <= ALU_w; 
          reg_data_a <= data_a_i;
          reg_data_b <= data_b_i;
          reg_inst <= state_inst;
        end
    end
endmodule
</file>
==> flow_summary.ini <==
; physical design summary
[synthesis]
ys_cells = 547
yosys_warnings = 1
syn_area_per_cell_sq_um = 8.53
ys_async_sr_fraction = 1.00
common_cells = inv_1, ha_1, nor2_1, fa_1
numSynthFlops = 35
ys_seq_share = 0.188
synthCells = 547
synth-main-ff-cell = dfrtp_1
top_cell = inv_1
synth_cell_type_count = 67
ys_top_cells_by_area = dfrtp_1, fa_1, ha_1, inv_1, and2_1
ys_chip_area_sq_um = 4660
edf_count = 0
top_area_cell = dfrtp_1
synth_area_sq_um = 4660
top_area_frac = 0.188

[cts]
cts.repair.resized = 0
clkSinkCount = 35
post_cts_buffers = 0
cts_tree = done
cts_root_buffer = clkbuf_8
cts_buffers = 5
insertion_delay_ps = 300
htreeDepth = 2
cts_hold_buf = 0
cts_buffer_depth = 2
clk_pin_slew_ps = 80

[flow_run]
openroad.warnings = 34
drv_cap = 0

[power]
total_leakage_power_nw = 2.45
ir_drop_uv = 243
p_per_area_nw_per_um2 = 287

[setup_path]
timing.rr.start = reg_data_b[4]
crit_path_end = ALU_r[15]
cp.arrival_ps = 5070
path_max_fanout = 9
rr_worst_depth = 15
reg2reg_slack_ps = 2120
path_class = register to register
cp-start-kind = register
end_kind = register
required_ps = 7190
rr_endpoint = ALU_r[15]
crit_start = reg_data_b[4]

[global_route]
grt_usage = 0.283
grt_pass1_vias = 3950
grt_pass1_wl_mm = 20.7
grt_overflow = 0
grt_max_degree = 36
antenna_found_initial = 0

[die]
die.size.y_um = 98.6
die_x_um = 98.6
fp_util = 0.524
io_pins = 37
core_area_sq_um = 8890
rows = 34
chip_area_sq_um = 9720

[final_timing]
rsz0062_at_grt = false
tightest_slew_ps = 840
hold_viol_final = 0
relSlewSlack = 0.438
min_period_ps = 4880
finalMaxSlewViolations = 0
finalCritPeriodShare = 0.698
max_freq_ghz = 0.205
skew_ps = 6.02
tns_ps = 0
setup_violations = 0

[cells_and_area]
drive_above_1_share = 0.0449
register_area_sq_um = 876
fin_util = 0.587
area_delta_synth_final_pct = 11.9
combGateArea_sq_um = 3450
fillCellCount = 776
final_area_sq_um = 5220

[placed_design]
placed_area_sq_um = 5120
io_buffer_count = 36
gp_congestion = 0.914
hpwl_mm = 9.43

[routing]
antenna_cells = 0
drtPass1Iterations = 5
num_vias = 3968
avgViaCountPerCell = 5.78
wl_per_cell_um = 17.6
drc = 0
wirelength_mm = 12.1
ant_nets = 0
drt_iter0_drc = 223

[hold_path]
min_path_type = register to register

[outcome]
status = completed
==> power by group <==
group	switching, mW	internal (mW)
Combinational	0.570	0.455
Sequential	0.0446	0.260
Clock	0.0870	0.0805
Total	0.702	0.796
==> kinds of logic after synthesis <==
kind of cell / Yosys count / share of synthesized area
AND-OR/OR-AND: 134 / 0.191
XOR/XNOR: 21 / 0.0411
adder cells (fa/ha/maj): 91 / 0.305
buffers and inverters: 88 / 0.0727
flip-flops: 35 / 0.188
multiplexers: 9 / 0.0196
AND/OR/NAND/NOR: 169 / 0.183
==> through the flow <==
stage	setup WS [ps]	hold slack [ps]	std cells	power [mW]
global placement	2240	490	679	1.33
finish	2120	512	687	1.50
floorplan	2540	439	547	1.00
detailed placement	2150	489	679	1.32
CTS	2130	516	687	1.50
global route	1710	542	687	1.65
==> registers in the layout, summed over array words and instances, names as in the netlist, named ones only <==
name        cells
ALU_r          16
reg_data_a      8
reg_data_b      8
reg_inst        2
==> worst max-delay path: stages (launching register included) <==
cell and delay, ps:
dfrtp_1 490, and2_1 230, fa_1 470, fa_1 550
inv_1 50, fa_1 460, fa_1 550, inv_1 40
ha_1 350, nand3_1 120, a21boi_0 330, o221ai_1 200
a21oi_1 280, nand4_1 150, mux2i_1 130, a2111o_1 370
==> per-layer routing <==
metal / track usage / up-vias / routed length, um
li1: - / 1942 / -
met1: 0.470 / 1895 / 6040
met2: 0.404 / 124 / 5110
met3: 0.0722 / 7 / 878
met4: 0.0207 / 0 / 83
met5: 0 / - / 0
==> how the worst min path moves through the flow <==
| stage | startpoint | endpoint | slack [ps] | depth (start not counted) |
|---|---|---|---|---|
| 4_1_cts | ALU_r[13] | ALU_r[13] | 520 | 2 |
| 5_1_grt | ALU_r[15] | ALU_r[15] | 540 | 1 |
| 6_report | ALU_r[13] | ALU_r[13] | 510 | 2 |
==> layout by cell type, fill, tap and decap left out, types with 3 or more instances in the layout <==
cell and count:
nor3_1 13, or3_1 3, nand3_1 10, clkbuf_8 6, buf_4 5, o211ai_1 5
mux2i_1 8, nand2b_1 3, nor2_1 45, clkinv_1 4, a21oi_1 30, and3_1 4
o21ai_0 34, xor2_1 11, fa_1 38, a21o_1 4, o22ai_1 4, xnor2_1 9
a31oi_1 9, nor2b_1 5, nand2_1 35, o21a_1 6, a221o_1 5, a211oi_1 3
nor4_1 3, dfrtp_1 35, ha_1 53, clkdlybuf4s50_1 35, and2_1 35, inv_1 67
==> layout make-up <==
cell class                 instances  area share
clock buffer                       6      0.0158
inverter                          71      0.0511
timing repair buffer              41      0.0753
multi-input combinational        424       0.661
clock inverter                     2     0.00312
tap                              108      0.0259
sequential                        35       0.168
No activity file was given, so power comes from the tool's default toggle rates.
